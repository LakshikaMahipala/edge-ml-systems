==> ./design.v <==
module crc8 (
    input  logic       clk,
    input  logic       rst,
    input  logic       init,
    input  logic       en,
    input  logic [7:0] data,
    output logic [7:0] crc
);
    function automatic [7:0] next_crc(input [7:0] c, input [7:0] d);
        integer i;
        reg [7:0] r;
        reg fb;
        begin
            r = c;
            for (i=0; i<8; i=i+1) begin
                fb = r[7] ^ d[7-i];
                r  = {r[6:0], 1'b0};
                if (fb) r = r ^ 8'h07;
            end
            next_crc = r;
        end
    endfunction
    always_ff @(posedge clk) begin
        if (rst) crc <= 8'h00;
        else if (init) crc <= 8'h00;
        else if (en) crc <= next_crc(crc, data);
    end
endmodule
==> ./run.sh <==
#!/bin/bash
# OpenROAD 26Q1-2900-gdf79404cd8, Yosys 0.63+post, stock flow scripts
make -C /OpenROAD-flow-scripts/flow DESIGN_CONFIG=/design/flow/config.mk WORK_HOME=/design/flow/orfs finish
==> ./config.mk <==
export PLATFORM = sky130hd
export DESIGN_NAME = crc8
export DESIGN_NICKNAME = crc8
export VERILOG_FILES = /design/flow/design.v
export SDC_FILE = /design/flow/constraint.sdc
export NUM_CORES = 4
export LEC_CHECK = 1
export CORE_AREA = 10 10 70 70
export DIE_AREA = 0 0 80 80
==> ./constraint.sdc <==
current_design crc8

set clk_period 2.2
set clk_io_pct 0.2

create_clock -name clk0 -period $clk_period [get_ports {clk}]

set non_clock_inputs [all_inputs -no_clocks]
set_input_delay [expr $clk_period * $clk_io_pct] -clock clk0 $non_clock_inputs
set_output_delay [expr $clk_period * $clk_io_pct] -clock clk0 [all_outputs]
==> Slide: Implementation Results <==
Synthesis and Place & Route Summary

Run status
  • Outcome: finished clean

Pwr
  • Clock Power Share: 0.237
  • Sequential fraction of design power: 0.351
  • P_int: 345.8 µW
  • Tot Pwr: 477.3 µW
  • Sw Share: 0.2754
  • Peak supply drop: 0.2462 mV
  • Static leakage: 0.0003368 µW
  • Pwr dens: 560.9 mW/mm²
  • Sw power: 131.4 µW
  • Combinational power share: 0.412

Routing
  • Initial DRC count: 11
  • Inserted Diodes: 0
  • Overall via count from detail_route: 466
  • Drt total wl: 1.335 mm
  • Initial DRT Pass Iterations: 4
  • Drt drc: 0
  • Vias/cell: between 3 and 4
  • Avg WL per Cell: 10.77 µm
  • Post-route ant nets: 0

GRT
  • Number of global-route vias before repair: roughly 530
  • First-pass GRT wire length: 2.304 mm
  • Grt ovf: 0
  • Initial antenna violation count: 0
  • Largest net degree at the start of global routing: 11
  • Gr usage total: 0.04514

Timing
  • Crit share post-route: 0.8088
  • # setup viols final: 0
  • Total negative setup slack: 0 ns
  • Worst slew margin: 0.7749
  • Setup ws final: 0.4207 ns
  • Max Slew Vio Count: 0
  • RSZ-0062 raised after global routing: no
  • Worst Tran Pin Value: 0.3352 ns
  • Final Hold Vio Count: 0
  • Worst hold margin: 0.5145 ns
  • Clock period minus worst slack: approximately 1.8 ns
  • Fmax: 562.0 MHz
  • Skew final: ~0.0074 ns

Worst setup path
  • Worst setup path class: in -> reg
  • Crit path max fanout: 3
  • CP bufs+invs: 1
  • CP Launch Type: primary input
  • Worst path cell trace: clkdlybuf4s50_1 -> xnor2_2 -> xnor3_1 -> or3_1 -> a21oi_1
  • Crit path DAT: slightly below 2 ns
  • Top delay family on crit path: XOR/XNOR gates
  • Setup crit end kind: flip-flop
  • CP max-delay cell: clkdlybuf4s50_1
  • CP peak stage delay: approximately 0.44 ns
  • Required time worst endpoint: 2.39 ns

Clock network
  • Root buf cell: clkbuf_4
  • Post-CTS Setup Bufs: 0
  • H-tree Lvls: 1
  • CTS tree: built
  • Num Clock Sinks: 8
  • Number of CTS-inserted buffers: 3
  • CTS clk-pin slew, worst paths: about 0.06 ns
  • Max Buffers Root-to-Sink: 2
  • Post-CTS resize count: 0
  • CTS Hold Bufs: 0
  • Latency at later pin: 0.26 ns

Die
  • IO Pins: 20
  • Row count: 21
  • Fp util: 0.1656
  • Chip area: 0.006400 mm²
  • Core Footprint: 0.003416 mm²
  • Vert. Die Dim: 80 µm
  • Die width: approximately 80 µm

Layout
  • Largest Register: crc
  • Synthesis-to-layout area growth: 50.44%
  • Top flop regs: crc (8)
  • Layout Cells excl Fill: roughly 120
  • Fillers: 365
  • Max FFs per register: 8
  • Layout cells sized above 1: 0.1282

Logic synthesis
  • # Cells Yosys: 55
  • Distinct lib cells used: 17
  • Chip Area, Yosys: 565.5 µm²
  • Area leader, netlist: dfxtp_1
  • Top area contributor share: 0.2832
  • Yosys warning count: 1
  • Avg Inst Size Synth: 10.28 µm²
  • Synth Instances: 55
  • Synth area leaders: dfxtp_1 (28%), xnor3_1 (16%), xnor2_1 (15%)
  • Register share after synthesis: 0.2832
  • Post-Syn Area: between 500 and 600 µm²
  • #FFs+latches synth: 8

Place
  • RD Place Congestion: 0.7854
  • Placed Instances: about 120
  • Port bufs: 19
  • Dpl ws: 0.1537 ns

Flow run
  • Tool Warnings: 25
  • Max-Cap Viols: 0

Hold path
  • HP Class: reg -> reg
==> cell usage in the layout, fill, tap and decap left out, drive strengths merged <==
master	Yosys	final
xor2	4	4
o21ai	3	3
clkdlybuf4s50	0	19
a211oi	4	4
dfxtp	8	8
inv	1	1
nand2	1	1
buf	1	3
a31o	1	1
a21oi	4	4
xnor2	12	12
xor3	1	1
clkbuf	1	3
nor2	6	6
or3	3	3
xnor3	4	4
or2	1	1
==> cells by family (layout without fill, tap and decap cells) <==
group,Yosys count,after routing,synth area share
buffers and inverters,3,26,0.01989
and+or+nand+nor,11,11,0.09071
xor gates and xnor gates,21,21,0.4756
DFF,8,8,0.2832
AOI/OAI and AO/OA,12,12,0.1305
==> per-stage QoR <==
stage,utilization,instance area [µm²]
after floorplan,-,565.5
final,0.2491,850.8
after global placement,0.2425,828.3
after CTS,0.2491,850.8
after global routing,0.2491,850.8
after detailed placement,0.2425,828.3
==> cell type report <==
cell class	count	area, µm²	area share
Timing Repair Buffer	22	212.7	0.2500
Inverter	1	3.754	0.004412
Clock buffer	3	22.52	0.02647
Tap cell	46	57.56	0.06765
Sequential cell	8	160.2	0.1882
Multi-Input combinational cell	44	394.1	0.4632
==> routing by layer <==
layer,GRT usage,vias up,wire (µm)
met4,0.001761,0,0
li1,-,238,-
met3,0.03409,0,195
met1,0.05267,210,624
met5,0,-,0
met2,0.06822,18,515
==> worst register-to-register path, cell delays in order, from the launching register on <==
cell	delay, ns
dfxtp_1	0.34
xnor2_2	0.26
xnor3_1	0.37
or3_1	0.32
a21oi_1	0.15
==> synth_stat cells <==
cell type  count
or3_1          3
o21ai_0        3
dfxtp_1        8
clkbuf_1       1
xnor2_2        2
buf_1          1
or2_2          1
xor3_1         1
nor2_1         6
xnor2_1       10
nand2_1        1
a21oi_1        4
xor2_1         4
inv_1          1
a31o_2         1
a211oi_1       4
xnor3_1        4
==> power by group through the flow <==
stage     Sequential (µW)  Clock, µW  Combinational [µW]
6_report              168        113                 196
5_1_grt               170        126                 221
4_1_cts               168        116                 200
==> worst paths after layout <==
path	start	to	slack (ns)	depth (start not counted)
hold / removal	crc[0]	crc[0]	0.51	2
setup reg to reg	crc[6]	crc[7]	0.69	4
setup / recovery	data[6]	crc[7]	0.42	5
hold reg to reg	crc[0]	crc[0]	0.51	2
Power and IR drop assume default switching activity.
