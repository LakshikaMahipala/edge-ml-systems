<file path="./config.mk">
export PLATFORM = sky130hd
export DESIGN_NAME = uart_echo_top
export DESIGN_NICKNAME = uart_echo_top
export VERILOG_FILES = /design/flow/design.v
export SDC_FILE = /design/flow/constraint.sdc
export NUM_CORES = 4
export LEC_CHECK = 1
export CORE_UTILIZATION = 50
</file>
<file path="./constraint.sdc">
current_design uart_echo_top

set clk_period 2.4
set clk_io_pct 0.2

create_clock -name clk0 -period $clk_period [get_ports {clk}]

set non_clock_inputs [all_inputs -no_clocks]
set_input_delay [expr $clk_period * $clk_io_pct] -clock clk0 $non_clock_inputs
set_output_delay [expr $clk_period * $clk_io_pct] -clock clk0 [all_outputs]
</file>
<file path="./design.v">
module uart_echo_top #(
    parameter int CLK_HZ = 50_000_000,
    parameter int BAUD   = 115200
)(
    input  wire clk,
    input  wire rst_n,
    input  wire uart_rx_i,
    output wire uart_tx_o
);
    wire [7:0] rx_data;
    wire       rx_valid;
    reg        tx_start;
    reg  [7:0] tx_data;
    wire       tx_busy;
    uart_rx #(.CLK_HZ(CLK_HZ), .BAUD(BAUD)) u_rx (
        .clk(clk), .rst_n(rst_n),
        .rx(uart_rx_i),
        .data(rx_data),
        .valid(rx_valid)
    );
    uart_tx #(.CLK_HZ(CLK_HZ), .BAUD(BAUD)) u_tx (
        .clk(clk), .rst_n(rst_n),
        .start(tx_start),
        .data(tx_data),
        .tx(uart_tx_o),
        .busy(tx_busy)
    );
    always @(posedge clk) begin
        if (!rst_n) begin
            tx_start <= 1'b0;
            tx_data  <= 8'h00;
        end else begin
            tx_start <= 1'b0;
            if (rx_valid && !tx_busy) begin
                tx_data  <= rx_data;
                tx_start <= 1'b1;
            end
        end
    end
endmodule
module uart_rx #(
    parameter int CLK_HZ = 50_000_000,
    parameter int BAUD   = 115200
)(
    input  wire clk,
    input  wire rst_n,
    input  wire rx,
    output reg  [7:0] data,
    output reg  valid
);
    localparam int CLKS_PER_BIT = CLK_HZ / BAUD;
    typedef enum logic [2:0] {IDLE, START, DATA, STOP, DONE} state_t;
    state_t state;
    reg [$clog2(CLKS_PER_BIT+1)-1:0] clk_cnt;
    reg [2:0] bit_idx;
    reg [7:0] shift;
    always @(posedge clk) begin
        if (!rst_n) begin
            state   <= IDLE;
            clk_cnt <= 0;
            bit_idx <= 0;
            shift   <= 0;
            data    <= 0;
            valid   <= 0;
        end else begin
            valid <= 0;
            case (state)
                IDLE: begin
                    clk_cnt <= 0;
                    bit_idx <= 0;
                    if (rx == 1'b0) state <= START;  
                end
                START: begin
                    if (clk_cnt == (CLKS_PER_BIT/2)) begin
                        if (rx == 1'b0) begin
                            clk_cnt <= 0;
                            state   <= DATA;
                        end else begin
                            state <= IDLE;  
                        end
                    end else begin
                        clk_cnt <= clk_cnt + 1;
                    end
                end
                DATA: begin
                    if (clk_cnt == CLKS_PER_BIT-1) begin
                        clk_cnt <= 0;
                        shift[bit_idx] <= rx;
                        if (bit_idx == 3'd7) begin
                            bit_idx <= 0;
                            state   <= STOP;
                        end else begin
                            bit_idx <= bit_idx + 1;
                        end
                    end else begin
                        clk_cnt <= clk_cnt + 1;
                    end
                end
                STOP: begin
                    if (clk_cnt == CLKS_PER_BIT-1) begin
                        clk_cnt <= 0;
                        data  <= shift;
                        valid <= 1;
                        state <= DONE;
                    end else begin
                        clk_cnt <= clk_cnt + 1;
                    end
                end
                DONE: begin
                    state <= IDLE;
                end
                default: state <= IDLE;
            endcase
        end
    end
endmodule
module uart_tx #(
    parameter int CLK_HZ = 50_000_000,
    parameter int BAUD   = 115200
)(
    input  wire clk,
    input  wire rst_n,
    input  wire start,
    input  wire [7:0] data,
    output reg  tx,
    output reg  busy
);
    localparam int CLKS_PER_BIT = CLK_HZ / BAUD;
    typedef enum logic [2:0] {IDLE, START, DATA, STOP} state_t;
    state_t state;
    reg [$clog2(CLKS_PER_BIT+1)-1:0] clk_cnt;
    reg [2:0] bit_idx;
    reg [7:0] sh;
    always @(posedge clk) begin
        if (!rst_n) begin
            state   <= IDLE;
            tx      <= 1'b1;
            busy    <= 1'b0;
            clk_cnt <= 0;
            bit_idx <= 0;
            sh      <= 0;
        end else begin
            case (state)
                IDLE: begin
                    tx      <= 1'b1;
                    busy    <= 1'b0;
                    clk_cnt <= 0;
                    bit_idx <= 0;
                    if (start) begin
                        sh   <= data;
                        busy <= 1'b1;
                        state <= START;
                    end
                end
                START: begin
                    tx <= 1'b0;
                    if (clk_cnt == CLKS_PER_BIT-1) begin
                        clk_cnt <= 0;
                        state   <= DATA;
                    end else clk_cnt <= clk_cnt + 1;
                end
                DATA: begin
                    tx <= sh[bit_idx];
                    if (clk_cnt == CLKS_PER_BIT-1) begin
                        clk_cnt <= 0;
                        if (bit_idx == 3'd7) begin
                            bit_idx <= 0;
                            state   <= STOP;
                        end else bit_idx <= bit_idx + 1;
                    end else clk_cnt <= clk_cnt + 1;
                end
                STOP: begin
                    tx <= 1'b1;
                    if (clk_cnt == CLKS_PER_BIT-1) begin
                        clk_cnt <= 0;
                        state   <= IDLE;
                    end else clk_cnt <= clk_cnt + 1;
                end
                default: state <= IDLE;
            endcase
        end
    end
endmodule
</file>
<file path="./run.sh">
#!/bin/bash
# OpenROAD 26Q1-2900-gdf79404cd8, Yosys 0.63+post, stock flow scripts
make -C /OpenROAD-flow-scripts/flow DESIGN_CONFIG=/design/flow/config.mk WORK_HOME=/design/flow/orfs finish
</file>
==> Table 3: Implementation characteristics <==
Characteristics after synthesis and place and route

Parameter                              Value

Yosys
  Main synth FF type .................. dfxtp_1
  Yosys stat chip area .................. 3080 sq um
  FFs w/ async S/R, synth .................. 0%
  Gate count of the mapped netlist .................. 370
  Yosys synthesis warning count .................. 3
  Synth Cell Area .................. 3080 sq um
  Sequential area share after synthesis .................. 44.8%
  Post-synth EDFFs .................. 0
  Avg Cell Area, Syn .................. 8.33 sq um
  Post-synthesis cell type count .................. 51
  Number of cells in Yosys stat .................. 370
  Total of flip-flops plus latches after synthesis .................. 69

Timing
  Post-route worst setup slack .................. 0.211 ns
  Final min period .................. 2.19 ns
  Number of pins exceeding their max-slew limit in the final report .................. 0
  Final number of hold-violating endpoints .................. 0
  Rel. slew slack .................. 48.6%
  Clock Skews .................. 0.00864 ns
  Hold slack final .................. 0.424 ns
  Post-layout period usage .................. 91.2%
  Count of endpoints failing setup in the final report .................. 0
  Slew of the pin with the lowest slew margin .................. 0.764 ns
  Setup repair after global routing missed its margin .................. false
  Final sum of negative setup slack .................. 0 ns
  Maximum frequency from static timing analysis .................. 457 MHz

Place
  Inst Count DP .................. 443
  Port bufs .................. 3
  Pre-CTS setup slack .................. 0.296 ns
  GPL Wtd Cong .................. 0.887
  Post-DP Area .................. 3220 sq um
  Half-perimeter wire length after placement .................. 4500 um

Clock network
  Post-CTS repair timing setup buffer count .................. 0
  Depth of the CTS H-tree .................. 3
  Clk latency late pin .................. 0.34 ns
  Hold-fix buffers at CTS .................. 0
  Clock transition at the register clock pins on the worst setup and hold paths after CTS .................. 0.08 ns
  Clock buffer count from CTS .................. 9
  Post-cts resize count .................. 0
  Num Clock Sinks .................. 69
  Library cell used as clock root buffer .................. clkbuf_8
  Clock tree from TritonCTS .................. done
  Maximum number of buffers from clock root to sink .................. 2

Final layout
  Leading cell type in the layout, fill and taps excluded .................. nand2_1
  Relative area change from synthesis to final layout .................. 12.9%
  Ratio of cells with drive above 1 in the final layout .................. 8.85%
  Post-route insts no fill .................. 459
  Final instance area .................. 3480 sq um
  Number of filler cells placed in the layout .................. 526
  Final core utilization .................. 58.8%
  Most frequent cells in the layout .................. 81 x nand2_1, 69 x dfxtp_1, 42 x a21oi_1

Routing
  Number of DRC markers in iteration 0 .................. 122
  Post-DRT Antenna Nets .................. 0
  Via Count .................. 2597
  Detailed-route vias per instance .................. 5.66
  Wire length per cell .................. 13.9 um
  Router iterations before antenna repair .................. 4
  Total routed wirelength .................. 6400 um
  DR DRC count .................. 0
  Number of diodes .................. 0

Power
  Part of the power in combinational logic .................. 2.4%
  Leakage Power .................. 1.19 nW
  Seq pwr share .................. 48.0%
  Switching power total .................. 0.485 mW
  Total power .................. 2.40 mW
  Total power density per cell area .................. 690 nW/um^2
  Clock share of power .................. 49.6%
  Internal power summed over all cells .................. 1.92 mW
  Fraction of power spent switching nets .................. 20.2%
  Largest vdd supply drop .................. 0.464 mV

Setup path
  Type of destination of the critical path .................. register
  Arr. time, crit path .................. 2.42 ns
  Worst setup path category .................. reg2reg
  Worst endpoint required time .................. 2.63 ns
  Category of the worst setup path launch point .................. register
  Top fanout value on the critical path .................. 8

Global routing
  GR Util met2 .................. 34.0%
  Number of global-route vias before repair .................. 2335
  GRT Util Overall .................. 21.7%
  Number of antenna violations at the first check in global routing .................. 0
  Busiest metal layer after global routing .................. met2
  Overall overflow remaining after global route .................. 0
  GR met1 Demand/Resource .................. 32.6%
  Met3 global-route usage .................. 2.88%
  Largest net degree at the start of global routing .................. 28
  First-pass GRT wire length .................. 10800 um

Floorplanning
  Area of the core .................. 5920 sq um
  Total die area .................. 6480 sq um
  Core Rows .................. 28
  Die W .................. 80.5 um
  Initial core utilization .................. 52.1%
  Top-level I/O count .................. 4
  Height of the chip .................. 80.5 um

Worst hold path
  Class of the worst hold path .................. reg2reg

Job
  Stage-log warning count .................. 30
  Number of maximum-capacitance constraint violations .................. 0

Outcome
  Result of the run .................. finished, final reports clean
## synth_stat cells (3+ instances only)
master / count / area, sq um
nand2_1: 81 / 304
dfxtp_1: 69 / 1380
a21oi_1: 42 / 210
nor2_1: 22 / 82.6
nand3_1: 20 / 100
clkbuf_1: 11 / 41.3
ha_1: 11 / 138
o21ai_0: 9 / 45.0
nand2b_1: 8 / 50.1
inv_1: 7 / 26.3
a21o_1: 6 / 45.0
nor3_1: 6 / 30.0
nor4_1: 6 / 37.5
and3_1: 5 / 31.3
a311oi_1: 4 / 35.0
nand4b_1: 4 / 35.0
and2_1: 3 / 18.8
buf_1: 3 / 11.3
or3_1: 3 / 18.8
or4_1: 3 / 22.5
xnor2_1: 3 / 26.3
## worst max-delay path: stages, from the launching register on
cell and delay (ns):
dfxtp_1 0.41, or3b_1 0.41, or4_1 0.60, nor4_1 0.38
mux2i_1 0.23, nor2_1 0.05
## cell families after synthesis
group,share of synthesized area (%)
AND-OR/OR-AND,16.4
XOR/XNOR,1.42
adder cells (fa/ha/maj),4.46
buffers and inverters,2.84
flip-flops,44.8
multiplexers,2.48
AND/OR/NAND/NOR,27.6
## path summary, 6_finish.rpt
check	slack, ns	startpoint	depth (start not counted)	endpoint
min	0.42	u_rx.state[1]$_DFF_P_	1	u_rx.state[0]$_DFF_P_
max	0.21	u_rx.clk_cnt[8]$_SDFFE_PN0P_	5	u_rx.shift[0]$_SDFFE_PN0P_
min reg2reg	0.42	u_rx.state[1]$_DFF_P_	1	u_rx.state[0]$_DFF_P_
max reg2reg	0.21	u_rx.clk_cnt[8]$_SDFFE_PN0P_	5	u_rx.shift[0]$_SDFFE_PN0P_
## flip-flops by register name (all words and copies together), names as in the netlist
| signal | flops |
|---|---|
| u_tx.tx | 1 |
| u_rx.bit_idx | 3 |
| u_rx.valid | 1 |
| u_rx.data | 8 |
| u_tx.bit_idx | 3 |
| u_tx.clk_cnt | 9 |
| tx_start | 1 |
| u_tx.state | 4 |
| u_rx.clk_cnt | 9 |
| u_rx.shift | 8 |
| u_tx.busy | 1 |
| tx_data | 8 |
| u_tx.sh | 8 |
| u_rx.state | 5 |
## metal layers
layer  routed length [um]  up-vias
met4                  144        0
met3                  232       15
met2                 2920       63
met5                    0        -
met1                 3100     1177
li1                     -     1342
## power by group through the flow
stage	Clock [mW]	Combinational (mW)	Sequential (mW)
CTS	1.21	0.0581	1.15
global route	1.26	0.0636	1.15
finish	1.19	0.0582	1.15
## final cells by class
cell class	count	area, sq um	share of cell area [%]
Clock buffer	11	151	4.35
Clock inverter	5	106	3.05
Inverter	8	30.0	0.862
Multi-Input combinational cell	278	1610	46.4
Sequential cell	69	1380	39.7
Tap cell	75	93.8	2.69
Timing Repair Buffer	13	105	3.02
Power is estimated from default activity; no workload was simulated.
