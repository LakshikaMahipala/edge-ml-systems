## flow/run.sh

```bash
#!/bin/bash
# OpenROAD 26Q1-2900-gdf79404cd8, Yosys 0.63+post, stock flow scripts
make -C /OpenROAD-flow-scripts/flow DESIGN_CONFIG=/design/flow/config.mk WORK_HOME=/design/flow/orfs finish
```

## flow/config.mk

```make
export PLATFORM = sky130hd
export DESIGN_NAME = bnn_dot_top
export DESIGN_NICKNAME = bnn_dot_top
export VERILOG_FILES = /design/flow/design.v
export SDC_FILE = /design/flow/constraint.sdc
export NUM_CORES = 4
export LEC_CHECK = 1
export CORE_UTILIZATION = 30
```

## flow/design.v

```verilog
module bnn_dot_top #(
    parameter integer N_BITS  = 256,
    parameter integer WORD_W  = 32,
    parameter integer N_WORDS = N_BITS / WORD_W
)(
    input  wire                 clk,
    input  wire                 rst_n,
    input  wire                 start,
    input  wire [WORD_W-1:0]    a_word,
    input  wire [WORD_W-1:0]    w_word,
    input  wire                 word_valid,
    input  wire                 last_word,
    output wire                 done,
    output wire signed [31:0]   acc_out
);
    xnor_popcount_dot #(
        .N_BITS(N_BITS),
        .WORD_W(WORD_W),
        .N_WORDS(N_WORDS)
    ) u_dot (
        .clk(clk),
        .rst_n(rst_n),
        .start(start),
        .a_word(a_word),
        .w_word(w_word),
        .word_valid(word_valid),
        .last_word(last_word),
        .done(done),
        .acc_out(acc_out)
    );
endmodule
module popcount32 (
    input  wire [31:0] x,
    output wire [5:0]  count
);
    wire [1:0] s0 [15:0];
    genvar i;
    generate
        for (i=0; i<16; i=i+1) begin : GEN_PAIR
            assign s0[i] = x[2*i] + x[2*i+1];
        end
    endgenerate
    wire [2:0] s1 [7:0];
    generate
        for (i=0; i<8; i=i+1) begin : GEN_QUAD
            assign s1[i] = s0[2*i] + s0[2*i+1];
        end
    endgenerate
    wire [3:0] s2 [3:0];
    generate
        for (i=0; i<4; i=i+1) begin : GEN_OCT
            assign s2[i] = s1[2*i] + s1[2*i+1];
        end
    endgenerate
    wire [4:0] s3 [1:0];
    assign s3[0] = s2[0] + s2[1];
    assign s3[1] = s2[2] + s2[3];
    assign count = s3[0] + s3[1];  
endmodule
module xnor_popcount_dot #(
    parameter integer N_BITS   = 256,   
    parameter integer WORD_W   = 32,     
    parameter integer N_WORDS  = N_BITS / WORD_W
)(
    input  wire                 clk,
    input  wire                 rst_n,
    input  wire                 start,
    input  wire [WORD_W-1:0]    a_word,
    input  wire [WORD_W-1:0]    w_word,
    input  wire                 word_valid,
    input  wire                 last_word,
    output reg                  done,
    output reg signed [31:0]    acc_out
);
    wire [WORD_W-1:0] xnor_bits = ~(a_word ^ w_word);
    wire [5:0] pc;
    popcount32 u_pc(.x(xnor_bits[31:0]), .count(pc));
    wire signed [31:0] contrib = $signed({1'b0, pc}) * 2 - WORD_W;
    reg signed [31:0] acc;
    always @(posedge clk) begin
        if (!rst_n) begin
            acc     <= 0;
            done    <= 0;
            acc_out <= 0;
        end else begin
            done <= 0;
            if (start) begin
                acc <= 0;
            end
            if (word_valid) begin
                acc <= acc + contrib;
                if (last_word) begin
                    acc_out <= acc + contrib;
                    done <= 1'b1;
                end
            end
        end
    end
endmodule
```

## flow/constraint.sdc

```tcl
current_design bnn_dot_top

set clk_period 21.8
set clk_io_pct 0.2

create_clock -name clk0 -period $clk_period [get_ports {clk}]

set non_clock_inputs [all_inputs -no_clocks]
set_input_delay [expr $clk_period * $clk_io_pct] -clock clk0 $non_clock_inputs
set_output_delay [expr $clk_period * $clk_io_pct] -clock clk0 [all_outputs]
```

==> impl_metrics.json <==
{
  "drc": 0,
  "post_synth_main_logic_family": "AND-OR/OR-AND gates",
  "ctsHoldBuffers": 0,
  "place.gp.congestion": 0.875,
  "ant_nets": 0,
  "setup_slack_ns": 9.74,
  "drtIter0Drc": 278,
  "clock_latency_ns": 0.33,
  "m1WireLength_mm": 7.41,
  "synthDistinctLibCells": 84,
  "grt_usage": 0.157,
  "synthCells": 722,
  "hold_viol": 0,
  "drt_wl_total_mm": 14.7,
  "start_kind": "input pin",
  "grt_max_degree": 48,
  "ys_sh_aoi": 0.238,
  "seq_area_frac_synth": 0.221,
  "drive_gt1_frac": 0.0609,
  "dieHeight_um": 140,
  "ys.flop_type": "dfxtp_1",
  "muxShareOfSynthArea": 0.0127,
  "grt_pass1_wl_mm": 24.9,
  "die_x_um": 140,
  "area_growth_pct": 24.4,
  "finalCriticalPeriod_ns": 12.06,
  "cts.clk_slew.worst_paths_ns": 0.06,
  "antenna_found_initial": 0,
  "core_um2": 18700,
  "worst-setup-path-type": "in2reg",
  "max_slew_margin": 0.590,
  "cp.required_ns": 22.00,
  "grt_setup_unrepaired": "no",
  "clockBufferDepth": 2,
  "routed.top_layer": "met4",
  "skew_ns": 0.00597,
  "fin_crit_sh": 0.553,
  "warning_count": 25,
  "slowest_stage": "fa_1",
  "synth-async-reset-ratio": 0,
  "cp.arrival_ns": 12.26,
  "dp_hpwl_mm": 11.0,
  "viasPerCell": 5.23,
  "pre_cts_slack_ns": 9.42,
  "crit_buf_inv": 6,
  "wl_per_cell_um": 14.3,
  "cp-startpoint": "w_word[0]",
  "xor_share": 0.120,
  "dr_total_vias": 5350,
  "crit_fanout": 32,
  "dr.pass1.iters": 7,
  "outcome": "finished, final reports clean",
  "final-max-slew-violation-count": 0,
  "cts-buffers-inserted": 9,
  "min_from": "u_dot.acc_out[4]",
  "crit_path_frequent_cell": "fa_1",
  "cts_tree": "built",
  "placementRows": 50,
  "routed-wl-met2_mm": 6.39,
  "cts_resized": 0,
  "hp-class": "reg2reg",
  "ys_cells": 722,
  "cap_violations": 0,
  "ios": 102,
  "dieArea_um2": 19600,
  "slowest_delay_ns": 0.54,
  "setup_tns_ns": 0,
  "yosys_area_um2": 5710,
  "edf_count": 0,
  "avgSynthCellArea_um2": 7.91,
  "fmax_mhz": 82.9,
  "rr_startpoint": "u_dot.acc[1]",
  "first_global_vias": 4890,
  "ys_sh_adder": 0.118,
  "ys.flops": 63,
  "yosysWarnings": 2,
  "antenna_cells": 0,
  "clock_sinks": 63,
  "worst-slew-pin-transition_ns": 0.610,
  "htreeDepth": 3,
  "root_buffer": "clkbuf_16",
  "syn_area_um2": 5710,
  "core_util_floorplan": 0.305,
  "port_buffers": 100,
  "wl_met3_um": 611,
  "simple_gate_share": 0.217,
  "postCtsSetupRepairBufs": 0,
  "end_kind": "flop",
  "final-setup-viol-count": 0,
  "cp_top_family": "adder cells",
  "grt_overflow": 0
}
[per-layer routing]
layer  GRT usage  vias to the layer above
met2       0.238                      156
met1       0.252                     2480
met3      0.0108                       17
li1            -                     2697
met4      0.0272                        0
met5           0                        -
[layout make-up]
| type | count | area [µm²] |
|---|---|---|
| inverter | 42 | 158 |
| sequential | 63 | 1260 |
| timing repair buffer | 108 | 1060 |
| multi-input combinational | 559 | 4040 |
| clock buffer | 11 | 243 |
| fill | 1891 | 11600 |
| tap | 234 | 293 |
| clock inverter | 5 | 56.3 |
[flip-flops by register name, indices dropped and copies added, names as in the netlist]
name	cells
u_dot.acc	31
u_dot.acc_out	31
u_dot.done	1
[worst reg2reg max path, cell delays in order, from the launching register on]
cell and delay (ns):
dfxtp_1 0.32, ha_1 0.20, inv_1 0.06, fa_1 0.39, nand2b_1 0.16, a21oi_1 0.27
or3_1 0.18, o221ai_2 0.13, o41ai_2 0.57, o21a_1 0.28, a221oi_1 0.10, a311oi_1 0.52
a31oi_1 0.15, o21ai_0 0.15
[logic make-up (layout without fill, tap and decap cells)]
kind of cell	count (synthesis)	after routing
buf+inv	100	166
mux	7	7
fa+ha+maj	39	39
xor+xnor	74	74
other cells	1	1
flops	63	63
compound gates	194	194
simple gates	244	244
[cells in the final DEF, fill, tap and decap left out, drive strengths merged, types with 11 or more instances in the layout]
cell           Yosys  routed
nor3              21      21
ha                13      13
nand3             40      40
xor2              27      27
clkbuf            44      11
fa                25      25
o21ai             45      45
nand2             53      53
a21oi             38      38
a211oi            14      14
xnor2             46      46
inv               41      42
dfxtp             63      63
nor2              54      54
clkdlybuf4s50      0     100
a31oi             11      11
[cell usage after synthesis (5+ instances only)]
library cell | n | area [µm²]
nor2_1 | 54 | 203
nor4_1 | 6 | 37.5
or4_1 | 6 | 45.0
and2_1 | 5 | 31.3
nand3b_1 | 5 | 37.5
or2_2 | 6 | 37.5
mux2i_1 | 5 | 50.1
inv_1 | 41 | 154
o21a_1 | 9 | 67.6
or3_1 | 10 | 62.6
a311oi_1 | 5 | 43.8
nor3b_1 | 10 | 75.1
nor3_1 | 21 | 105
clkbuf_1 | 43 | 161
o21ai_0 | 41 | 205
xnor2_1 | 44 | 385
a211oi_1 | 14 | 105
ha_1 | 13 | 163
nand3_1 | 40 | 200
and3_1 | 6 | 37.5
a21oi_1 | 38 | 190
nand2_1 | 53 | 199
a21o_1 | 10 | 75.1
a31oi_1 | 11 | 68.8
buf_2 | 7 | 35.0
xor2_1 | 27 | 236
fa_1 | 25 | 500
o211ai_1 | 8 | 60.1
nand4_1 | 9 | 56.3
dfxtp_1 | 63 | 1260
[worst paths after layout]
| kind | end | slack [ns] | depth (start not counted) |
|---|---|---|---|
| setup / recovery | u_dot.acc[28] | 9.74 | 27 |
| hold / removal | u_dot.acc_out[4] | 0.45 | 2 |
| setup reg to reg | u_dot.acc[21] | 18.23 | 13 |
| hold reg to reg | u_dot.acc_out[4] | 0.45 | 2 |
[per-stage QoR]
| step | util | instances | hold slack (ns) | cell area (µm²) |
|---|---|---|---|---|
| after CTS | 0.380 | 1022 | 0.455 | 7110 |
| after global placement | 0.364 | 1006 | 0.439 | 6810 |
| after global routing | 0.380 | 1022 | 0.473 | 7110 |
| after floorplan | - | 722 | 0.417 | 5710 |
| after detailed placement | 0.364 | 1006 | 0.445 | 6810 |
| final | 0.380 | 1022 | 0.451 | 7110 |
